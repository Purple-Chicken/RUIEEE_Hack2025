<file path="design/flow/design.v">
`timescale 1ns / 1ps
module pixel_pusher(
    input clk,                
    input enable,             
    input vs,                 
    input [7:0] pixel,        
    input [9:0] hcount,       
    input vid,                
    output reg [7:0] R,       
    output reg [7:0] B,       
    output reg [7:0] G,       
    output reg [17:0] addr    
);
    always @(posedge clk) begin
        if (vs == 0) begin
            addr <= 0;  
        end else if (enable && vid && hcount < 480) begin
            addr <= addr + 1;  
        end
    end
    always @(posedge clk) begin
        if (enable && vid && hcount < 480) begin
            R <= {pixel[7:5], 5'b00000};    
            G <= {pixel[4:2], 5'b00000};    
            B <= {pixel[1:0], 6'b000000};   
        end else begin
            R <= 0;  
            G <= 0;
            B <= 0;
        end
    end
endmodule
</file>
<file path="design/flow/run.sh">
#!/bin/bash
# OpenROAD 26Q1-2900-gdf79404cd8, Yosys 0.63+post, stock flow scripts
make -C /OpenROAD-flow-scripts/flow DESIGN_CONFIG=/design/flow/config.mk WORK_HOME=/design/flow/orfs finish
</file>
<file path="design/flow/config.mk">
export PLATFORM = sky130hd
export DESIGN_NAME = pixel_pusher
export DESIGN_NICKNAME = pixel_pusher
export VERILOG_FILES = /design/flow/design.v
export SDC_FILE = /design/flow/constraint.sdc
export NUM_CORES = 4
export LEC_CHECK = 1
export CORE_AREA = 10 10 104 104
export DIE_AREA = 0 0 114 114
</file>
<file path="design/flow/constraint.sdc">
current_design pixel_pusher

set clk_period 5.4
set clk_io_pct 0.2

create_clock -name clk0 -period $clk_period [get_ports {clk}]

set non_clock_inputs [all_inputs -no_clocks]
set_input_delay [expr $clk_period * $clk_io_pct] -clock clk0 $non_clock_inputs
set_output_delay [expr $clk_period * $clk_io_pct] -clock clk0 [all_outputs]
</file>
==> flow_summary_export.csv <==
group,metric,value,unit
outcome,status,"completed",
timing,fmax,0.352,GHz
route,post_drt_wl_per_cell,12.6,um
synth,yosysTopAreaCell,"dfxtp_1",
route,ant_nets,0,
pwr,p_per_area,218,nW/um2
placed_design,portBuffers,42,
synth,top_cell,"dfxtp_1",
cts,root_buffer,"clkbuf_8",
timing,skew,10.6,ps
cts,cts_max_level,1,
route,drc,0,
route,wirelength,3.59,mm
timing,report.final.slew_viol_count,0,
synth,syn_inst,139,
route,insertedDiodeCount,0,
cts,clock_path_buffers,2,
floorplanning,ios,64,
pwr,ir_drop,0.115,mV
pwr,p_total,384,uW
pwr,leakagePower,0.000630,uW
floorplanning,core-area,8680,um2
setup_path,cp.arrival,3040,ps
setup_path,slowest_stage,"or4_1",
timing,layout_min_cycle_time,2840,ps
floorplanning,dieArea,13000,um2
cts,cts_hold_buffers,0,
setup_path,worstPathMaxFanout,13,
finish,drive_gt1_share,4.52,%
global_route,gr-total-overflow,0,
synth,ys.flops,26,
synth,postSynthAreaPerCell,8.94,um2
min_path,hold_path.class,"reg -> reg",
cts,clock_latency,280,ps
timing,tns,0,ps
route,via_count,1043,
timing,hold_viol,0,
global_route,grt_usage,5.38,%
cts,cts.sinks,26,
timing,worstMarginPinSlew,500,ps
finish,area_growth,42.0,%
setup_path,cp-start-kind,"input pin",
timing,slew_headroom,66.6,%
synth,ys_seq_share,41.9,%
synth,synthesis.area,1240,um2
synth,yosys_area,1240,um2
global_route,grt_pass1_wl,5.68,mm
synth,ys_types,33,
synth,top_cells_by_count,"dfxtp_1, buf_4, nand2_1, a21oi_1, and3_1",
route,drtPass1Iterations,3,
global_route,antenna_found_initial,0,
setup_path,crit_chain,"clkdlybuf4s50_1, and3b_1, nand3_1, or4_1, a21oi_1",
route,drt_iter0_markers,52,
synth,yosysWarnings,1,
synth,top_cell_area_share,41.9,%
cts,cts_made_buffers,3,
floorplanning,die_w,114,um
synth,yosysCellCount,139,
route,routed_via_density,3.66,
synth,ff_type,"dfxtp_1",
synth,area_leaders,"dfxtp_1, buf_4, mux2i_1, and3_1, a21oi_1",
floorplanning,die_height,114,um
cts,postCtsSetupRepairBufs,0,
global_route,first_global_vias,1049,
synth,async_flop_share,0,%
setup_path,crit_path_max_incr_delay,540,ps
setup_path,path_buffers,1,
synth,synth-edff-count,0,
setup_path,path_delay_family,"simple AND/OR/NAND/NOR gates",
setup_path,path_class,"in -> reg",
setup_path,cp.required,5600,ps
timing,min_period_over_period,52.6,%
cts,cts_tree,"built",
placed_design,dp_hpwl,2.78,mm
placed_design,gp_congestion,0.762,
run,maxCapViolations,0,
timing,whs,477,ps
setup_path,end_kind,"flip-flop",
timing,finalSetupViolations,0,
timing,rsz0062_at_grt,"no",
cts,path_clk_slew,100,ps
global_route,grt_start_max_net_pins,16,
floorplanning,num_rows,34,
cts,cts_resized,0,
floorplanning,fp_util,14.3,%
run,warnings,30,
report_power, final:
group | internal (uW) | switching, uW | leakage [uW]
Clock | 99.2 | 66.0 | 0.0000357
Combinational | 16.1 | 8.38 | 0.000385
Sequential | 194 | 0.990 | 0.000210
Total | 309 | 75.3 | 0.000630
state kept, by name, indices dropped and copies added (netlist names):
signal / count
B: 2
G: 3
R: 3
addr: 18
path summary, 6_finish.rpt:
kind | to | cells past startpoint | slack, ps | from
setup / recovery | addr[11]$_SDFFE_PN0P_ | 5 | 2560 | vid
hold / removal | addr[17]$_SDFFE_PN0P_ | 2 | 480 | addr[17]$_SDFFE_PN0P_
setup reg to reg | addr[16]$_SDFFE_PN0P_ | 5 | 3600 | addr[0]$_SDFFE_PN0P_
hold reg to reg | addr[17]$_SDFFE_PN0P_ | 2 | 480 | addr[17]$_SDFFE_PN0P_
metrics by stage:
step	util (%)	cells	area, um2	setup WS (ps)
floorplan	-	154	1300	3180
global placement	19.5	281	1690	2330
detailed placement	19.5	281	1690	2310
CTS	20.3	285	1760	2600
global route	20.3	285	1760	2400
finish	20.3	285	1760	2560
routing by layer:
layer	vias to the layer above	share of wire, %	track usage, %
met5	-	0	0
met4	0	0.81	0.585
met3	2	7.8	2.23
met2	28	47	8.66
met1	480	45	6.81
li1	533	-	-
cell type report:
type / instances / area (um2)
clock buffer: 3 / 41.3
clock inverter: 1 / 30.0
fill: 964 / 6910
inverter: 3 / 11.3
multi-input combinational: 102 / 606
sequential: 26 / 520
tap: 108 / 135
timing repair buffer: 42 / 420
cells in the final DEF, fill, tap and decap left out, types with 2 or more instances in the layout:
| cell type | Yosys | layout |
|---|---|---|
| clkdlybuf4s50_1 | 0 | 42 |
| dfxtp_1 | 26 | 26 |
| conb_1 | 1 | 16 |
| nand2_1 | 12 | 12 |
| a21oi_1 | 9 | 9 |
| and3_1 | 8 | 8 |
| nand3_1 | 7 | 7 |
| or4_1 | 6 | 6 |
| mux2i_1 | 6 | 6 |
| o31ai_1 | 5 | 5 |
| nand2b_1 | 5 | 5 |
| o21ai_0 | 5 | 5 |
| nor2_1 | 5 | 5 |
| inv_1 | 3 | 3 |
| or3_1 | 3 | 3 |
| clkbuf_8 | 0 | 3 |
| and2_1 | 2 | 2 |
cells by family after synthesis:
family,Yosys count,synth area share (%)
xor+xnor,2,1.41
compound gates,19,8.66
flops,26,41.9
simple gates,58,28.0
fa+ha+maj,1,1.01
other cells,1,0.302
mux,6,4.83
buf+inv,26,13.9
tightest hold or removal path, cell delays in order (launching register included):
cell and delay (ps):
dfxtp_1 330, nand2_1 50, mux2i_1 50
Power and IR drop assume default switching activity.

<file path="flow/design.v">
`timescale 1ns / 1ps
module Display2(
    input clk,
    input reset,
    input enable,
    output reg [9:0] hcount,
    output reg [9:0] vcount,
    output reg vid,
    output reg hs,
    output reg vs
    );
    parameter H_MAX = 799;
    parameter V_MAX = 524;
    parameter H_DISPLAY = 639;
    parameter V_DISPLAY = 479;
    parameter HS_START = 656;
    parameter HS_END = 751;
    parameter VS_START = 490;
    parameter VS_END = 491;
    always @(posedge clk or posedge reset) begin
        if (reset) begin
            hcount <= 0;
            vcount <= 0;
            vid <= 0;
            hs <= 1;
            vs <= 1;
        end else if (enable) begin
            if (hcount == H_MAX) begin
                hcount <= 0;  
                if (vcount == V_MAX) begin
                    vcount <= 0;  
                end else begin
                    vcount <= vcount + 1;  
                end
            end else begin
                hcount <= hcount + 1;  
            end
            vid <= (hcount <= H_DISPLAY && vcount <= V_DISPLAY) ? 1 : 0;
            hs <= (hcount >= HS_START && hcount <= HS_END) ? 0 : 1;
            vs <= (vcount >= VS_START && vcount <= VS_END) ? 0 : 1;
        end
    end
endmodule
</file>
<file path="flow/run.sh">
#!/bin/bash
# OpenROAD 26Q1-2900-gdf79404cd8, Yosys 0.63+post, stock flow scripts
make -C /OpenROAD-flow-scripts/flow DESIGN_CONFIG=/design/flow/config.mk WORK_HOME=/design/flow/orfs finish
</file>
<file path="flow/config.mk">
export PLATFORM = sky130hd
export DESIGN_NAME = Display2
export DESIGN_NICKNAME = Display2
export VERILOG_FILES = /design/flow/design.v
export SDC_FILE = /design/flow/constraint.sdc
export NUM_CORES = 4
export LEC_CHECK = 1
export CORE_AREA = 10 10 101 101
export DIE_AREA = 0 0 111 111
</file>
<file path="flow/constraint.sdc">
current_design Display2

set clk_period 3.0
set clk_io_pct 0.2

create_clock -name clk0 -period $clk_period [get_ports {clk}]

set non_clock_inputs [all_inputs -no_clocks]
set_input_delay [expr $clk_period * $clk_io_pct] -clock clk0 $non_clock_inputs
set_output_delay [expr $clk_period * $clk_io_pct] -clock clk0 [all_outputs]
</file>
==> flow_summary.rst <==
Metrics
=======

.. list-table::
   :header-rows: 1

   * - Metric
     - Value
   * - Outcome
     - completed
   * - Share of cell area taken by muxes after synthesis
     - 2.62%
   * - Final worst-path setup slack
     - 795 ps
   * - Net switching component of the power
     - 244 µW
   * - PostCTS Resize Cnt
     - 0
   * - Total global routing track utilization
     - 5.11%
   * - Hold Crit Start
     - vs
   * - Clock tree from TritonCTS
     - yes
   * - Cell count in the Yosys report
     - approximately 130
   * - Category of the worst setup path capture point
     - flop
   * - Sequential fraction of design power
     - 52.4%
   * - Number of design-rule violations left by the first detailed-router iteration
     - just over 90
   * - Main synth FF type
     - sky130_fd_sc_hd__dfrtp_1
   * - Synthesized-area fraction occupied by ao, oa, aoi and oai cells
     - under 10%
   * - Via count of the first global-routing pass
     - between 900 and 1000
   * - Yosys chip area
     - 0.00124 mm²
   * - Clock Sinks
     - 23
   * - Endpoint required time on the critical path
     - between 3000 and 4000 ps
   * - Placer Congestion
     - around 0.84
   * - Num rows
     - 33
   * - Crit path DAT
     - around 2400 ps
   * - Number of buffers added on ports
     - 25
   * - Cell-internal power
     - 577 µW
   * - Post-detailed-routing wire length
     - 3170 µm
   * - Number of post-CTS setup repair buffers
     - 0
   * - Power Dens Cells
     - 494 mW/mm²
   * - Non-filler cells, final
     - 258
   * - Final setup TNS
     - 0 ps
   * - Crit Path Class
     - primary input to flop
   * - Number of buffers created by CTS
     - 3
   * - Starting density of the core
     - 15.3%
   * - Number of max-capacitance violations reported
     - 0
   * - Setup clock skew after layout
     - 6.40 ps
   * - Number of diodes added for antenna fixing
     - 0
   * - Hold bufs inserted after CTS
     - 0
   * - Clock slew seen by the registers of the worst setup and hold paths
     - 90 ps
   * - DRC violation count after routing
     - 0
   * - Switching fraction of total power
     - 29.7%
   * - Die H
     - between 100 and 150 µm
   * - Level count of the clock H-tree
     - 1
   * - Highest fanout seen on the critical path
     - 16
   * - Final worst path period share
     - 73.5%
   * - Part of the total power dissipated in the clock network
     - 23.5%
   * - OpenROAD warning count
     - 29
   * - Final min period
     - 2210 ps
   * - Highest clock rate
     - 0.453 GHz
   * - Number of failing hold endpoints at the final stage
     - 0
   * - Worst slack, placed
     - 541 ps
   * - Hpwl dp
     - approximately 2300 µm
   * - Start of the worst register-to-register path
     - hcount[1]
   * - Die Area
     - 0.0123 mm²
   * - Synthesized-area fraction occupied by and/or/nand/nor cells
     - between 20% and 30%
   * - Clk ins delay skew pair
     - 260 ps
   * - Per-instance average area after synthesis
     - 9.79 µm²
   * - Cells after Synth
     - 127
   * - Antenna violations before repair
     - 0
   * - Via count
     - slightly above 1000
   * - Area Overhead vs Synth
     - 33.5%
   * - Area fraction in full adders, half adders and majority gates
     - 5.03%
   * - Clk Tree Root Cell
     - sky130_fd_sc_hd__clkbuf_8
   * - Core utilization of the finished layout
     - 20.4%
   * - Core area
     - 0.00813 mm²
   * - Flop and latch count out of synthesis
     - 23
   * - Width of the chip
     - roughly 110 µm
   * - Wire length of the first global-routing pass
     - 5300 µm
   * - Portion of total power attributed to combinational logic
     - 24.1%
   * - Dominant kind of combinational cell
     - simple AND/OR/NAND/NOR gates
   * - Total congestion overflow after global routing
     - 0
   * - Clock Path Buffers
     - 2
   * - Mapped Area
     - 0.00124 mm²
   * - Count of endpoints failing setup in the final report
     - 0
   * - Fraction of the yosys area taken by sequential cells
     - 46.5%
   * - Transition time of the tightest slew-check pin
     - 582 ps
   * - Number of flops mapped to enable cells by yosys
     - 0
   * - Type of the worst min-delay path
     - flop to flop
   * - Unrepaired setup endpoints after global routing
     - false
   * - Distinct cell type count of the synthesized netlist
     - 37
   * - Leakage power summed over all cells
     - 0.691 nW
   * - Critical path launch point
     - enable
   * - Number of nets still failing antenna checks after routing
     - 0
   * - Xor-xnor portion of the synthesized cell area
     - 6.34%
   * - Average vias per placed instance
     - 3.99
   * - Largest net degree at the start of global routing
     - 24
   * - Critical path startpoint category
     - primary input
   * - Number of max-slew violations in the final report
     - 0
   * - Worst slew slack as a fraction of its limit
     - between 60% and 70%
   * - Wire length per cell
     - ~12 µm
   * - Number of iterations in the first detailed-routing pass
     - 4
   * - I/O pins
     - 26
   * - Synth warn
     - 1
   * - Ratio of cells with drive above 1 in the final layout
     - under 10%
   * - VDD IR max
     - about 0.00018 V
   * - Number of cells after detailed placement
     - around 250
   * - Post-synth ARST share
     - 100%
[per-layer routing]
layer  track usage [%]  up-vias  part of all wire, %
met5                 0        -                    0
li1                  -      506                    -
met3              2.52        2                  9.5
met1              7.23      499                   48
met4             0.347        0                 0.54
met2              7.11       23                   42
[Yosys cell counts, drive strengths merged (2+ instances only)]
| cell type | count | share of area, % |
|---|---|---|
| nand4 | 10 | 5.0 |
| ha | 5 | 5.0 |
| and2 | 2 | 1.0 |
| nor2 | 13 | 3.9 |
| nor4b | 2 | 1.4 |
| xor2 | 3 | 2.1 |
| nor3 | 5 | 2.0 |
| a21oi | 2 | 0.80 |
| dfstp | 2 | 4.2 |
| xnor2 | 6 | 4.2 |
| o21ai | 8 | 3.2 |
| a21o | 2 | 1.2 |
| mux2 | 2 | 1.8 |
| nand3 | 7 | 2.8 |
| and4 | 4 | 2.9 |
| and3 | 3 | 1.6 |
| dfrtp | 21 | 42 |
| nand2 | 6 | 1.8 |
| buf | 5 | 2.1 |
| inv | 7 | 2.1 |
[sequential cells by signal, indices dropped and copies added (netlist names)]
register and flops:
vs 1, hcount 10, vcount 10, hs 1, vid 1
[cell families after synthesis]
logic type,after synthesis
muxes,3
buffers and inverters,12
DFF,23
AOI/OAI and AO/OA,16
xor gates and xnor gates,9
adders and majority gates,5
and+or+nand+nor,59
[cells in the final DEF, fill, tap and decap left out, types with 3 or more instances in the layout]
| cell type | count |
|---|---|
| sky130_fd_sc_hd__xor2_1 | 3 |
| sky130_fd_sc_hd__o21ai_0 | 8 |
| sky130_fd_sc_hd__nor3_1 | 5 |
| sky130_fd_sc_hd__ha_1 | 5 |
| sky130_fd_sc_hd__clkbuf_8 | 3 |
| sky130_fd_sc_hd__and4_1 | 3 |
| sky130_fd_sc_hd__clkdlybuf4s50_1 | 25 |
| sky130_fd_sc_hd__xnor2_1 | 6 |
| sky130_fd_sc_hd__nand4_1 | 10 |
| sky130_fd_sc_hd__nand3_1 | 7 |
| sky130_fd_sc_hd__dfrtp_1 | 21 |
| sky130_fd_sc_hd__nand2_1 | 6 |
| sky130_fd_sc_hd__nor2_1 | 13 |
| sky130_fd_sc_hd__inv_1 | 7 |
[final timing paths]
path	to	slack, ps	depth (start not counted)
setup / recovery	vcount[7]	790	5
hold / removal	vs	500	2
setup reg to reg	vcount[7]	850	5
hold reg to reg	vs	500	2
max in group asynchronous	hs	2040	3
min in group asynchronous	hcount[0]	680	3
[power groups by stage]
stage | Sequential, mW | Clock (mW) | Combinational, mW
after CTS | 0.429 | 0.202 | 0.207
after global routing | 0.443 | 0.218 | 0.229
final | 0.430 | 0.193 | 0.198
[final cells by class]
cell class / count / area [µm²]
multi-input combinational: 92 / 613
clock inverter: 1 / 5.00
sequential: 23 / 578
inverter: 7 / 26.3
clock buffer: 3 / 41.3
fill: 868 / 6470
tap: 105 / 131
timing repair buffer: 27 / 265
[worst max-delay path, stage by stage]
cell	delay [ps]
sky130_fd_sc_hd__clkdlybuf4s50_1	480
sky130_fd_sc_hd__and4b_1	190
sky130_fd_sc_hd__and4_1	580
sky130_fd_sc_hd__nand4_1	170
sky130_fd_sc_hd__mux2_1	330
[metrics by stage]
step	hold slack (ps)	total power, mW	cell area [µm²]
final	497	0.821	1660
after global routing	529	0.890	1660
after CTS	501	0.838	1660
after detailed placement	487	0.638	1610
after global placement	484	0.634	1610
after floorplan	462	0.503	1240
Power and IR drop assume default switching activity.

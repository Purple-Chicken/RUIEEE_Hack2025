[flow/run.sh]
#!/bin/bash
# OpenROAD 26Q1-2900-gdf79404cd8, Yosys 0.63+post, stock flow scripts
make -C /OpenROAD-flow-scripts/flow DESIGN_CONFIG=/design/flow/config.mk WORK_HOME=/design/flow/orfs finish
[flow/config.mk]
export PLATFORM = sky130hd
export DESIGN_NAME = vga_ctrl
export DESIGN_NICKNAME = vga_ctrl
export VERILOG_FILES = /design/flow/design.v
export SDC_FILE = /design/flow/constraint.sdc
export NUM_CORES = 4
export LEC_CHECK = 1
export CORE_AREA = 10 10 92 92
export DIE_AREA = 0 0 102 102
[flow/constraint.sdc]
current_design vga_ctrl

set clk_period 3.9
set clk_io_pct 0.2

create_clock -name clk0 -period $clk_period [get_ports {clk}]

set non_clock_inputs [all_inputs -no_clocks]
set_input_delay [expr $clk_period * $clk_io_pct] -clock clk0 $non_clock_inputs
set_output_delay [expr $clk_period * $clk_io_pct] -clock clk0 [all_outputs]
[flow/design.v]
`timescale 1ns / 1ps
module vga_ctrl(
    input clk,
    input reset,
    input enable,
    output reg [9:0] hcount,
    output reg [9:0] vcount,
    output reg vid,
    output reg hs,
    output reg vs
    );
    parameter H_MAX = 799;
    parameter V_MAX = 524;
    parameter H_DISPLAY = 639;
    parameter V_DISPLAY = 479;
    parameter HS_START = 656;
    parameter HS_END = 751;
    parameter VS_START = 490;
    parameter VS_END = 491;
    always @(posedge clk or posedge reset) begin
        if (reset) begin
            hcount <= 0;
            vcount <= 0;
            vid <= 0;
            hs <= 1;
            vs <= 1;
        end else if (enable) begin
            if (hcount == H_MAX) begin
                hcount <= 0;  
                if (vcount == V_MAX) begin
                    vcount <= 0;  
                end else begin
                    vcount <= vcount + 1;  
                end
            end else begin
                hcount <= hcount + 1;  
            end
            vid <= (hcount <= H_DISPLAY && vcount <= V_DISPLAY) ? 1 : 0;
            hs <= (hcount >= HS_START && hcount <= HS_END) ? 0 : 1;
            vs <= (vcount >= VS_START && vcount <= VS_END) ? 0 : 1;
        end
    end
endmodule
==> changes_impl.md <==
### Changed

* Final hold vios at 0
* Hold Path End: vs$_DFFE_PP1P_
* Post-Synth XOR/XNOR Area at 0.0634
* Cells after Synth at 127
* Reg2Reg Launch Point: hcount[0]$_DFFE_PP0P_
* Root buf cell: clkbuf_8
* CP max stage cell: clkdlybuf4s50_1
* R2R Setup Slk at 1.82 ns
* Pwr dens at 385 nW/um^2
* Unique cell types at 37
* Status: complete, no violations
* FP Core Util at 0.193
* Worst hold path class: reg -> reg
* Clock Sinks at 23
* # DRC at 0
* Area grow syn2layout at 30.0%
* Post-CTS setup buffers at 0
* Mux share at 0.0262
* Dominant comb cell: simple AND/OR/NAND/NOR gates
* Die ar. at 10400 sq um
* Yosys simple share at 0.273
* # rows at 29
* Crit-path max cell delay at 0.78 ns
* YS warnings at 1
* Min-delay src: vs$_DFFE_PP1P_
* Layout cells sized above 1 at 0.0789
* Die height at 102 um
* Syn Area/Cell at 9.79 sq um
* PortBufs at 25
* Met2 wire length at 1470 um
* Pins Over Slew Limit at 0
* Gr usage total at 0.0599
* Worst slew margin at 0.662
* Critical path fanouts, max at 16
* Initial antenna violation count at 0
* Metal3 WL at 131 um
* Arrival time of the worst setup path at 2.84 ns
* MaxCap Viol Count at 0
* Gr ovfl total at 0
* Largest net degree at the start of global routing at 24
* Top cell excl fill/tap: clkdlybuf4s50_1
* Final min period at 2.68 ns
* Register share after synthesis at 0.465
* Top sig layer: met4
* Global-route wire length before repair at 5120 um
* M1 WL at 1340 um
* Critical-path cell list: clkdlybuf4s50_1 -> and4b_1 -> and4_1 -> nand4_1 -> mux2_1
* Standby leakage power at 0.684 nW
* Initial DRT Pass Iterations at 4
* Post-Route WL at 2970 um
* CTS resizes at 0
* Drt wl/cell at 13.0 um
* H-tree depth at 1
* Synth Cell Area at 1240 sq um
* Routability cong. at 0.785
* CTS tree: done
* Crit start category: input port
* Tool warning count at 29
* Cycle use final at 0.688
* Worst hold stages at 2
* Peak supply drop at 0.135 mV
* Adder share at 0.0503
* Endpoints failing setup at 0
* Number of buffers inserted during clock tree synthesis at 3
* Yosys Instances at 127
* Slew at the pin closest to its max-slew limit at 0.508 ns
* Register clock-pin slew on the reported worst setup and hold paths at 0.08 ns
* Iteration-0 DRC Markers at 66
* FMAX at 0.373 GHz
* Kind of critical path: in -> reg
* Yosys Chip Area at 1240 sq um
* Clock skew at 0.00146 ns
* RSZ-0062 raised after global routing: false
* RR Endpoint: vcount[7]$_DFFE_PP0P_
* CORE AREA at 6460 sq um
* Worst Path Required at 4.05 ns
* Die width at 102 um
* Depth of the most critical reg-to-reg path at 5
* Post-synth regs at 23
* Via count of the first global-routing pass at 993
* Io pins at 26
* Hold_buf cts at 0
* Vias at 994
* Final Power at 622 uW
* Detailed-placement wirelength estimate at 2200 um
* ANT nets after route at 0
* Clock Tree Buf Depth at 2
* DR vias/cell at 4.34
* Inserted Diodes at 0
* Worst-skew pair later-pin latency at 0.26 ns
* Fin Setup TNS at 0 ns
* CP Capture Type: flop
* Post-Synth AOI/OAI Area at 0.0805
* Top cells excl fill/tap: clkdlybuf4s50_1, dfrtp_1, nor2_1
-- flip-flops by register name, indices dropped and copies added, names as in the netlist --
signal and cells:
hcount 10, vcount 10, hs 1, vid 1, vs 1
-- cells by family (layout without fill, tap and decap cells) --
kind of cell             count (synthesis)  after routing
multiplexers                             3              3
XOR/XNOR                                 9              9
AND/OR/NAND/NOR                         59             59
AND-OR/OR-AND                           16             16
buffers and inverters                   12             37
flip-flops                              23             23
adder cells (fa/ha/maj)                  5              5
-- area by class of cell --
type,count,area (sq um)
Fill cell,688,4840
Sequential cell,23,578
Inverter,7,26.3
Multi-Input combinational cell,92,613
Timing Repair Buffer,26,258
Tap cell,77,96.3
Clock buffer,4,45.0
-- stage by stage --
step	cells	hold WS [ns]	setup slack (ns)	util	cell area, sq um
3_5_place_dp	225	0.493	0.928	0.243	1570
2_1_floorplan	127	0.462	2.10	-	1240
3_3_place_gp	225	0.488	0.947	0.243	1570
6_report	229	0.505	1.22	0.250	1620
5_1_grt	229	0.522	1.05	0.250	1620
4_1_cts	229	0.511	1.22	0.250	1620
-- worst max-delay path: cells and delay by family --
kind / cells / cell delay (ns)
buf+inv: 1 / 0.78
mux: 1 / 0.33
simple gates: 3 / 0.95
-- where the power goes --
group | leakage, nW | internal (mW) | switching, mW
Clock | 0.0228 | 0.0729 | 0.0765
Combinational | 0.379 | 0.0976 | 0.0481
Sequential | 0.282 | 0.273 | 0.0539
-- cell usage after synthesis, drive strengths merged --
library cell	instances	share of area
inv	7	0.021
nor2b	1	0.0050
nand3	7	0.028
nand4b	1	0.0070
nand4	10	0.050
nor2	13	0.039
nor3b	1	0.0060
o22ai	1	0.0050
or4	1	0.0060
and3	3	0.016
a21oi	2	0.0080
a41o	1	0.0080
xnor2	6	0.042
or2	1	0.0050
buf	5	0.021
dfstp	2	0.042
dfrtp	21	0.42
nor4b	2	0.014
a22o	1	0.0080
ha	5	0.050
a41oi	1	0.0070
and4bb	1	0.010
mux2i	1	0.0080
o21ai	8	0.032
nand2	6	0.018
and4b	1	0.0080
and4	4	0.029
xor2	3	0.021
mux2	2	0.018
a21o	2	0.012
and2	2	0.010
nor3	5	0.020
-- how the worst max path moves through the flow --
| stage | start | end | slack, ns | depth (start not counted) |
|---|---|---|---|---|
| after CTS | enable | vcount[7]$_DFFE_PP0P_ | 1.22 | 5 |
| after global routing | enable | vcount[7]$_DFFE_PP0P_ | 1.05 | 5 |
| final | enable | vcount[7]$_DFFE_PP0P_ | 1.22 | 5 |
-- layer usage --
layer  vias up  global-route usage
met3         2              0.0116
met4         0             0.00868
met1       466              0.0801
met5         -                   0
li1        506                   -
met2        20               0.101
Power is estimated from default activity; no workload was simulated.
